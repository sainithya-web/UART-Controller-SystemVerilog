==> /design/flow/design.v <==
module uart_rx (
    input  logic       clk,        
    input  logic       rst_n,
    input  logic       rx_line,    
    output logic [7:0] rx_data,    
    output logic       rx_done     
);
    logic rx_sync_stage1;
    logic rx_sync;  
    localparam int TICKS_PER_BIT = 5208;
    localparam int TICKS_PER_OVERSAMPLE = 325;  
    typedef enum logic [1:0] {IDLE, START, DATA, STOP} state_t;
    state_t state;
    logic [8:0]  tick_count;   
    logic [3:0]  sample_count;  
    logic [2:0]  bit_index;
    logic [7:0]  rx_shift_reg;
    always_ff @(posedge clk or negedge rst_n) begin
        if (!rst_n) begin
            state        <= IDLE;
            rx_data        <= 8'h00;  
            rx_shift_reg   <= 8'h00;
            rx_done      <= 1'b0;
            tick_count   <= 0;
            sample_count <= 0;
        end else begin
            rx_sync_stage1 <= rx_line;
            rx_sync        <= rx_sync_stage1;
            rx_done <= 1'b0;  
            case (state)
                IDLE: begin
                  if (rx_sync == 1'b0) begin  
                        tick_count   <= 0;
                        sample_count <= 0;
                        state        <= START;
                    end
                end
                START: begin
                    if (tick_count < TICKS_PER_OVERSAMPLE - 1) begin
                        tick_count <= tick_count + 1;
                    end else begin
                        tick_count <= 0;
                        if (sample_count == 7) begin  
                            if (rx_sync == 1'b0) begin
                                sample_count <= 0;
                                bit_index    <= 0;
                                state        <= DATA;
                            end else begin
                                state <= IDLE;  
                            end
                        end else begin
                            sample_count <= sample_count + 1;
                        end
                    end
                end
                DATA: begin
                    if (tick_count < TICKS_PER_OVERSAMPLE - 1) begin
                        tick_count <= tick_count + 1;
                    end else begin
                        tick_count <= 0;
                        if (sample_count == 15) begin  
                            rx_shift_reg[bit_index] <= rx_line;
                            sample_count <= 0;
                            if (bit_index < 7)
                                bit_index <= bit_index + 1;
                            else
                                state <= STOP;
                        end else begin
                            sample_count <= sample_count + 1;
                        end
                    end
                end
                STOP: begin
                    if (tick_count < TICKS_PER_OVERSAMPLE - 1) begin
                        tick_count <= tick_count + 1;
                    end else begin
                        tick_count <= 0;
                        if (sample_count == 15) begin
                            rx_data <= rx_shift_reg;
                            rx_done <= 1'b1;
                            state   <= IDLE;
                        end else begin
                            sample_count <= sample_count + 1;
                        end
                    end
                end
            endcase
        end
    end
endmodule
==> /design/flow/run.sh <==
#!/bin/bash
# OpenROAD 26Q1-2900-gdf79404cd8, Yosys 0.63+post, stock flow scripts
make -C /OpenROAD-flow-scripts/flow DESIGN_CONFIG=/design/flow/config.mk WORK_HOME=/design/flow/orfs finish
==> /design/flow/config.mk <==
export PLATFORM = sky130hd
export DESIGN_NAME = uart_rx
export DESIGN_NICKNAME = uart_rx
export VERILOG_FILES = /design/flow/design.v
export SDC_FILE = /design/flow/constraint.sdc
export NUM_CORES = 4
export LEC_CHECK = 1
export CORE_AREA = 10 10 113 113
export DIE_AREA = 0 0 123 123
==> /design/flow/constraint.sdc <==
current_design uart_rx

set clk_period 3.4
set clk_io_pct 0.2

create_clock -name clk0 -period $clk_period [get_ports {clk}]

set non_clock_inputs [all_inputs -no_clocks]
set_input_delay [expr $clk_period * $clk_io_pct] -clock clk0 $non_clock_inputs
set_output_delay [expr $clk_period * $clk_io_pct] -clock clk0 [all_outputs]
==> impl_metrics.ini <==
; synthesis and place-and-route metrics
[outcome]
status = completed

[final_timing]
setup_tns_ps = 0
slew_viol_final = 0
layout_min_cycle_time_ps = 1890
finClkSkew_ps = 3.49
setup_viol = 0
rsz0062_at_grt = no
worstMarginPinSlew_ps = 507
max_freq_ghz = 0.529
finalHoldViolations = 0
fin_crit_sh = 0.556
slew_headroom = 0.657

[grt]
overflow = 0
grt_pass1_vias = 1314
grt_first_pass_wirelength_um = 6190
grt_use_total = 0.0485
grt_start_max_net_pins = 38
antenna_found_initial = 0

[finish]
syn_to_final_growth_pct = 18.3
instances_no_fill = 332
fillers = 1095
drive_gt1_frac = 0.153
largest_reg_flops = 9
final_area_um2 = 2340

[routing]
dr.pass1.iters = 4
antenna_left = 0
avgRoutedWirePerCell_um = 10.7
via_per_inst = 4.21
vias = 1399
wl_um = 3540
drc = 0
n_antenna_cell = 0
drtIter0Drc = 112

[critical_path]
reg2reg_from = bit_index[0]$_SDFFCE_PN0P_
r2r_end = rx_shift_reg[2]$_DFFE_PN0P_
crit_path_end = rx_shift_reg[2]$_DFFE_PN0P_
critPathTopFamily = flip-flops
cpPeakStageDelay_ps = 550
arrival_ps = 2060
worstSetupPathType = reg -> reg
rr_worst_depth = 5
crit_slowest_cell = edfxtp_1
worst_setup_path_start_kind = register
worst-path-stages = 5
cp.required_ps = 3570
reg2reg_setup_slack_ps = 1510
cp_max_fo = 10
worstPathCellList = inv_1 -> ha_1 -> xor2_1 -> nand3b_1 -> mux2_1
crit_path_start = bit_index[0]$_SDFFCE_PN0P_
end_kind = register
path_buffers = 1

[clock_network]
hold_buffers = 0
cts_resized = 0
cts_buffers = 5
cts_sinks = 39
cts_tree = yes
cts_root_buf = clkbuf_8
clockBufferDepth = 2
clk_pin_slew_ps = 70
h-tree-depth = 2
post_cts_buffers = 0
insertion_delay_ps = 280

[pwr]
seq_power_share = 0.542
powerDensity_nw_per_um2 = 378
ir_worst_vdd_uv = 287
p_switching_mw = 0.166
p_clk_frac = 0.442
p_int_mw = 0.719
p_leak_nw = 0.974
p_comb_frac = 0.017
swShare = 0.188

[place]
place.gp.congestion = 0.764
dp.cells = 324
place_hpwl_um = 2540
port-buffer-count = 11
place_area_um2 = 2230

[logic_synthesis]
synthesis.area_um2 = 1980
yosysWarningCount = 1
synthArstFlopShare = 0.872
synth_seq_share = 0.506
avgSynthCellArea_um2 = 11.0
ys_ff = 39
synthFlopType = dfrtp_1
edf_count = 5
yosysChipArea_um2 = 1980
yosysCellCount = 180
synth_cell_types = 50
post_synth_inst_count = 180

[die]
rows = 37
die_y_um = 123
die_w_um = 123
chip_area_um2 = 15100
io_pins = 12
initCoreUtil = 0.192
core_um2 = 10300

[hold_path]
min_path_type = in -> async

[job]
drv_cap = 0
log.warning_count = 28
[through the flow]
stage                util  power [mW]  setup WS (ps)  hold slack, ps
global placement    0.216       0.504           1510             402
global route        0.227       0.924           1350             455
detailed placement  0.216       0.504           1480             412
finish              0.227       0.885           1510             429
floorplan               -       0.491           1700             384
CTS                 0.227       0.900           1470             430
[worst min-delay path by stage]
stage	startpoint	to	slack [ps]	cells past startpoint
finish	rst_n	state[2]$_DFF_PN0_	430	2
global route	rx_sync_stage1$_DFFE_PP_	rx_sync$_DFFE_PP_	460	0
CTS	rx_sync_stage1$_DFFE_PP_	rx_sync$_DFFE_PP_	430	0
[routing by layer]
layer  part of all wire  GRT usage  vias up
met3              0.048     0.0130        0
met5                  0          0        -
met1               0.49     0.0700      687
li1                   -          -      685
met4                  0    0.00364        0
met2               0.46     0.0753       27
[logic make-up after synthesis]
logic type / synth area share
AND-OR/OR-AND: 0.118
XOR/XNOR: 0.0354
adder cells (fa/ha/maj): 0.0379
buffers and inverters: 0.0322
flip-flops: 0.506
multiplexers: 0.0701
AND/OR/NAND/NOR: 0.201
[power groups by stage]
stage	Clock [mW]	Sequential (mW)	Combinational (mW)
5_1_grt	0.426	0.480	0.0174
4_1_cts	0.406	0.479	0.0156
6_report	0.391	0.479	0.0147
[Yosys cell counts, types with 2 or more instances]
cell type / instances / area [µm²]
nand3b_1: 2 / 15.0
mux2_1: 6 / 67.6
nand4_1: 7 / 43.8
nand2_1: 17 / 63.8
nand4b_1: 2 / 17.5
mux2_2: 5 / 56.3
o21ai_1: 10 / 50.1
xnor2_1: 2 / 17.5
o21ai_0: 6 / 30.0
ha_1: 6 / 75.1
o2bb2ai_1: 2 / 17.5
dfrtp_1: 33 / 826
xor2_1: 6 / 52.6
and2_1: 2 / 12.5
a31oi_1: 3 / 18.8
o31ai_1: 2 / 15.0
nor2_1: 16 / 60.1
inv_1: 7 / 26.3
nand3_1: 8 / 40.0
a21oi_1: 3 / 15.0
and3_1: 2 / 12.5
edfxtp_1: 5 / 150
[cell type report]
class	instances	area (µm²)	share of cell area
multi-input combinational	130	915	0.390
clock inverter	2	35.0	0.0149
clock buffer	6	82.6	0.0352
timing repair buffer	12	113	0.0481
tap	136	170	0.0726
sequential	39	1000	0.428
inverter	7	26.3	0.0112
[cell usage in the layout, fill, tap and decap left out, types with 2 or more instances in the layout]
| master | synthesis | layout |
|---|---|---|
| dfrtp_1 | 33 | 33 |
| nand2_1 | 17 | 17 |
| nor2_1 | 16 | 16 |
| o21ai_1 | 10 | 10 |
| clkdlybuf4s50_1 | 0 | 10 |
| nand3_1 | 8 | 8 |
| inv_1 | 7 | 7 |
| nand4_1 | 7 | 7 |
| o21ai_0 | 6 | 6 |
| xor2_1 | 6 | 6 |
| mux2_1 | 6 | 6 |
| ha_1 | 6 | 6 |
| clkbuf_8 | 0 | 6 |
| mux2_2 | 5 | 5 |
| edfxtp_1 | 5 | 5 |
| a31oi_1 | 3 | 3 |
| a21oi_1 | 3 | 3 |
| and3_1 | 2 | 2 |
| o31ai_1 | 2 | 2 |
| nand3b_1 | 2 | 2 |
| o2bb2ai_1 | 2 | 2 |
| nand4b_1 | 2 | 2 |
| and2_1 | 2 | 2 |
| xnor2_1 | 2 | 2 |
No activity file was given, so power comes from the tool's default toggle rates.
