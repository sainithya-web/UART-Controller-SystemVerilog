==> design.v <==
module uart_tx (
    input  logic       clk,       
    input  logic       rst_n,     
    input  logic [7:0] tx_data,   
    input  logic       tx_start,  
    output logic       tx_line,   
    output logic       tx_busy    
);
    localparam int CLK_PER_BIT = 5208;
    typedef enum logic [1:0] {IDLE, START, DATA, STOP} state_t;
    state_t state;
    logic [12:0] clk_count;
    logic [2:0]  bit_index;
    logic [7:0]  data_buffer;
    always_ff @(posedge clk or negedge rst_n) begin
        if (!rst_n) begin
            state       <= IDLE;
            tx_line     <= 1'b1;  
            tx_busy     <= 1'b0;
            clk_count   <= 0;
        end else begin
            case (state)
                IDLE: begin
                    tx_line <= 1'b1;
                    tx_busy <= 1'b0;
                    if (tx_start) begin
                        data_buffer <= tx_data;
                        tx_busy     <= 1'b1;
                        state       <= START;
                    end
                end
                START: begin
                    tx_line <= 1'b0;  
                    if (clk_count < CLK_PER_BIT - 1) begin
                        clk_count <= clk_count + 1;
                    end else begin
                        clk_count <= 0;
                        state     <= DATA;
                        bit_index <= 0;
                    end
                end
                DATA: begin
                    tx_line <= data_buffer[bit_index];
                    if (clk_count < CLK_PER_BIT - 1) begin
                        clk_count <= clk_count + 1;
                    end else begin
                        clk_count <= 0;
                        if (bit_index < 7) begin
                            bit_index <= bit_index + 1;
                        end else begin
                            state <= STOP;
                        end
                    end
                end
                STOP: begin
                    tx_line <= 1'b1;  
                    if (clk_count < CLK_PER_BIT - 1) begin
                        clk_count <= clk_count + 1;
                    end else begin
                        clk_count <= 0;
                        state     <= IDLE;
                    end
                end
            endcase
        end
    end
endmodule
==> run.sh <==
#!/bin/bash
# OpenROAD 26Q1-2900-gdf79404cd8, Yosys 0.63+post, stock flow scripts
make -C /OpenROAD-flow-scripts/flow DESIGN_CONFIG=/design/flow/config.mk WORK_HOME=/design/flow/orfs finish
==> config.mk <==
export PLATFORM = sky130hd
export DESIGN_NAME = uart_tx
export DESIGN_NICKNAME = uart_tx
export VERILOG_FILES = /design/flow/design.v
export SDC_FILE = /design/flow/constraint.sdc
export NUM_CORES = 4
export LEC_CHECK = 1
export CORE_AREA = 10 10 108 108
export DIE_AREA = 0 0 118 118
==> constraint.sdc <==
current_design uart_tx

set clk_period 3.8
set clk_io_pct 0.2

create_clock -name clk0 -period $clk_period [get_ports {clk}]

set non_clock_inputs [all_inputs -no_clocks]
set_input_delay [expr $clk_period * $clk_io_pct] -clock clk0 $non_clock_inputs
set_output_delay [expr $clk_period * $clk_io_pct] -clock clk0 [all_outputs]
==> Changelog: implementation <==
### Metrics

* Max rail drop VDD at 0.1964 mV
* DP Area at 1719 sq um
* Total CTS buffers at 5
* Tot Pwr at 0.0005858 W
* Area leader share at 29.36%
* CP Class: in -> reg
* Final TNS setup at 0 ps
* Cell area after synthesis at 1449 sq um
* Post-Route WL at 2821 microns
* WL per Instance at 10.57 microns
* Mean Syn Cell Area at 11.97 sq um
* Number of global-route vias before repair at 957
* Io pins at 13
* PortBufs at 12
* YS warnings at 1
* Critical Path End Type: flop
* CTS Hold Bufs at 0
* CP cell instances: clkdlybuf4s50_1 -> o21ai_0 -> nor3b_1
* Top area cell types: dfrtp_1 (29%), edfxtp_1 (23%), dfstp_2 (3.6%), mux4_1 (3.6%), xor2_1 (3.0%)
* Crit path max fanout at 11
* Hold EP: tx_busy
* # DRC at 0
* FF-to-FF End: bit_index[1]
* Clk buf depth at 2
* Launch point of the worst reg-to-reg path: clk_count[4]
* CP bufs+invs at 1
* Delay-heaviest family, CP: buffers and inverters
* R2R setup slack at 1690 ps
* Cells in synth_stat.txt at 121
* Drt pass-1 iters at 4
* Worst slew margin at 57.09%
* Fp util at 15.61%
* Late-Pin Clk Latency at 280 ps
* Post-CTS Setup Repair Bufs at 0
* Cell Type Count at 40
* Diode count at 0
* RePlAce Congestion at 0.7907
* Tightest hold margin at 549.2 ps
* Max H-tree Level at 2
* Via count at 994
* Filler cells at 1046
* CTS tree: done
* Synth area leader: dfrtp_1
* Worst Slack Setup Final at 1623 ps
* Post-synth regs at 30
* Leakage at 0.7164 nW
* Row count at 35
* Share of cells above drive strength 1 at 10.87%
* Outcome: finished clean
* Hold path cells at 2
* Place WS at 1298 ps
* Clock Skew at 7.274 ps
* Clock sink count at 30
* Worst EP arrival at 2100 ps
* Die Y at 118 microns
* HPWL after DPL at 2007 microns
* Pwr dens at 325.3 nW/um^2
* Max_cap viols at 0
* 1st-iter DRT viols at 29
* Die W at 118 microns
* Count of final setup violators at 0
* Final period util at 57.28%
* R2R cell count at 4
* Crit path time final at 2177 ps
* Largest stage delay on the critical path at 740 ps
* Yosys Chip Area at 1449 sq um
* Worst-margin pin slew at 643.6 ps
* Worst path required time at 3720 ps
* Synth cell count leaders: dfrtp_1 (17), edfxtp_1 (11), nand2_1 (8)
* Async set-reset flop share out of synthesis at 63.33%
* Area growth syn-to-layout at 24.27%
* Unrepaired setup endpoints after global routing: no
* Total tool warning count at 25
* Number of enable flip-flop cells at 11
* Post-synth top flop: dfrtp_1
* HP Start: tx_busy
* Largest net degree at the start of global routing at 21
* Clk slew on worst S/H paths at 60 ps
* Root Buffer: clkbuf_8
* Vias per cell at 3.723
* Initial antenna violation count at 0
* Crit path launch type: primary input
* Count leader, synth: dfrtp_1
* Instance tally after logic synthesis at 121
* Placeable core area at 9284 sq um
* Fin. Hold Viols at 0
* Die area at 13920 sq um
* Highest clock rate at 459.4 MHz
* HP Class: reg -> reg
* Post-cts sizing count at 0
* Slew Limit Fails at 0
* Slowest cell on crit path: clkdlybuf4s50_1
* Post-route cell area at 1800 sq um
* Post-synthesis sequential area ratio at 55.79%
* Post-DRT Antenna Nets at 0
* Global-route wire length before repair at 4912 microns
* GRT Overall Usage at 4.138%
* Total gr overflow at 0
-- final cells by class --
cell class	instances	area, sq um	area share, %
inverters	4	15.01	0.8339
well taps	129	161.4	8.965
clock inverters	2	8.758	0.4864
clock buffers	6	72.57	4.031
multi-input cells	83	606.8	33.70
flip-flops and latches	30	808.3	44.89
repair buffers	13	127.6	7.088
-- layout by cell type (no fill, tap or decap), types with 2 or more instances in the layout --
master / instances
o2bb2ai_1: 2
and3_1: 3
edfxtp_1: 11
or3_1: 3
nand4_1: 2
mux2_2: 2
dfrtp_1: 17
dfstp_2: 2
a22oi_1: 2
nand3_1: 6
xnor2_1: 2
o21ai_0: 7
xor2_1: 5
nor3b_1: 2
nand2_1: 8
ha_1: 2
and2_1: 4
clkdlybuf4s50_1: 12
nand2b_1: 2
clkbuf_8: 5
nor3_1: 3
a21o_1: 2
inv_1: 4
and4_1: 2
nand3b_1: 2
a211o_1: 2
mux4_1: 2
a21oi_1: 6
-- tightest hold or removal path, delay by kind of cell (launching register included) --
family | cells | cell delay, ps
compound gates | 1 | 70
buf+inv | 1 | 50
flops | 1 | 380
-- layer usage --
layer	vias up	track usage, %	wire length (microns)	part of all wire [%]
li1	493	-	-	-
met1	485	6.126	1410	50
met2	14	6.084	1299	46
met3	2	0.8751	64	2.3
met4	0	0.8501	46	1.6
met5	-	0	0	0
-- report_power, final --
part / total (W) / leakage [nW] / internal [W] / switching (W)
combinational: 0.0000157 / 0.329 / 0.00000973 / 0.00000596
sequential: 0.000335 / 0.345 / 0.000335 / 0
clock: 0.000235 / 0.0426 / 0.000125 / 0.000109
-- logic make-up (layout without fill, tap and decap cells) --
| logic type | after synthesis | count (layout) | share of synthesized area [%] |
|---|---|---|---|
| buf+inv | 8 | 25 | 2.331 |
| mux | 4 | 4 | 5.181 |
| fa+ha+maj | 2 | 2 | 1.727 |
| flops | 30 | 30 | 55.79 |
| xor+xnor | 7 | 7 | 4.232 |
| compound gates | 30 | 30 | 14.25 |
| simple gates | 40 | 40 | 16.49 |
-- through the flow --
stage                     utilization [%]  cells
after detailed placement            18.52    259
after global placement              18.52    259
final                               19.39    267
after floorplan                         -    121
after global routing                19.39    267
after CTS                           19.39    267
-- flip-flops by register name, summed over array words and instances (netlist names) --
signal / count
data_buffer: 8
tx_line: 1
clk_count: 13
tx_busy: 1
bit_index: 3
state: 4
-- worst max path at each step --
stage / start / to / slack (ps) / depth (start not counted)
finish: rst_n / bit_index[1] / 1620 / 3
global route: rst_n / bit_index[1] / 1490 / 3
CTS: rst_n / bit_index[0] / 1590 / 3
Power figures rest on the tool's default switching activity, not on a simulated workload.
